===== /design/flow/run.sh =====
#!/bin/bash
# OpenROAD 26Q1-2900-gdf79404cd8, Yosys 0.63+post, stock flow scripts
make -C /OpenROAD-flow-scripts/flow DESIGN_CONFIG=/design/flow/config.mk WORK_HOME=/design/flow/orfs finish

===== /design/flow/config.mk =====
export PLATFORM = sky130hd
export DESIGN_NAME = seven_seg_decoder
export DESIGN_NICKNAME = seven_seg_decoder
export VERILOG_FILES = /design/flow/design.v
export SDC_FILE = /design/flow/constraint.sdc
export NUM_CORES = 4
export LEC_CHECK = 1
export CORE_AREA = 10 10 70 70
export DIE_AREA = 0 0 80 80

===== /design/flow/constraint.sdc =====
current_design seven_seg_decoder

set clk_period 1.0
set clk_io_pct 0.2

create_clock -name clk0 -period $clk_period

set non_clock_inputs [all_inputs -no_clocks]
set_input_delay [expr $clk_period * $clk_io_pct] -clock clk0 $non_clock_inputs
set_output_delay [expr $clk_period * $clk_io_pct] -clock clk0 [all_outputs]

===== /design/flow/design.v =====
module seven_seg_decoder (input [3:0] x, output[6:0] hex_LEDs);
	reg [6:2] top_5_segments;
	assign hex_LEDs[0] = (~x[3]&~x[2]&~x[1]&x[0]) | (~x[3]&x[2]&~x[1]&~x[0]) | (x[3]&~x[2]&x[1]&x[0]) |
							(x[3]&x[2]&~x[1]&x[0]) | (x[3]&x[2]&x[1]&x[0]);
	assign hex_LEDs[1] = (~x[3]&x[2]&~x[1]&x[0]) | (~x[3]&x[2]&x[1]&~x[0]) | (x[3]&~x[2]&x[1]&~x[0])
								 | (x[3]&x[2]&~x[1]&x[0]) | (x[3]&x[2]&x[1]&~x[0]) | (x[3]&x[2]&x[1]&x[0]);
	assign hex_LEDs[6:2] = top_5_segments[6:2];
	always@(x)
	begin
		case(x)
			4'b0000: top_5_segments=5'b10000;
			4'b0001: top_5_segments=5'b11110;
			4'b0010: top_5_segments=5'b01001;
			4'b0011: top_5_segments=5'b01100;
			4'b0100: top_5_segments=5'b00110;
			4'b0101: top_5_segments=5'b00100;
			4'b0110: top_5_segments=5'b00000;
			4'b0111: top_5_segments=5'b11110;
			4'b1000: top_5_segments=5'b00000;
			4'b1001: top_5_segments=5'b00100;
			4'b1010: top_5_segments=5'b10001;
			4'b1011: top_5_segments=5'b00010;
			4'b1100: top_5_segments=5'b00010;
			4'b1101: top_5_segments=5'b10011;
			4'b1110: top_5_segments=5'b00100;
			4'b1111: top_5_segments=5'b00011;
		endcase
	end
endmodule

==> run notes <==
The flow completed. Per the OpenROAD floorplan log, the area of the core is 3420 sq um. Power per cell area landed at between 300 and 400 nW/um^2. Placer's final routability congestion estimate landed at approximately 0.8.

Summed over all instances, the cell type with the most area after synthesis is ha_1. Looking at the max-slew report, the worst-margin pin has a slew of about 210 ps. Buffer-and-inverter tally for the worst setup path landed at 3. Once routing completed, OpenROAD measured the worst setup slack at -319 ps.

In the final layout, flip-flops and latches occupy 0 sq um. Vias per cell landed at slightly above 3. The final timing summary puts the cycle share of the worst path at 132%. Total count of max-transition violations in the final report landed at 0. Sequential cell count landed at 0. The worst setup path is of the input port to output pin kind.

The arrival time of data at the worst endpoint is listed as between 1000 and 1500 ps. Largest driver fanout on the critical path landed at 3. The synthesized netlist handed to floorplanning was reported with a cell count of 33.

Final setup TNS landed at -1010 ps. Global routing finished with a remaining overflow of 0. The initialized floorplan defines 21 standard-cell rows. Maximum operating frequency landed at about 0.76 GHz. Yosys attributes the largest share of cell area to ha_1 27%, mux4_2 9.6%, a21oi_1 8.5%, a211oi_1 6.4%, nor2_1 6.4%. The first global-routing pass estimated about 1.3 mm of wire. Number of instances in the placed design landed at 95.

The report lists the cells along the critical path as buf_8 -> buf_6 -> ha_4 -> mux4_2 -> buf_2. The final reports fail on setup timing. Per the final layout report, the fraction of cells sized above drive strength 1 comes to between 70% and 80%.

Vias after detailed routing landed at around 290. For this design, the slowest cell found on the critical path is mux4_2. Per the detailed-route log, wirelength across all metal layers totals approximately 780 um.

Leaving out filler cells and counting taps, the final layout contains 96. In this run the worst hold path is classified as input port to output pin. Number of different library cells in the post-synthesis netlist landed at 19. The worst VDD IR drop from the latest analysis is 0.0000860 V. Counting endpoints that fail hold in the final report gives 0. Compared with the post-synthesis result, the final layout area differs by 123%. Setup repair after global routing could not meet its margin everywhere. The flow ran to the end, but the final reports show violations. STA classifies the critical path endpoint as an output pin. Post-synthesis chip area from yosys landed at 235 sq um. STA classifies the critical path startpoint as an input port. The number of antenna violations at the first check in global routing is 0.

STA shows the worst min-delay path finishing at hex_LEDs[4]. Per the detail_route report, routed wire per instance is between 8 and 9 um. Floorplan die width landed at about 80 um. Final number of setup-violating endpoints landed at 6. Share of the yosys chip area belonging to registers landed at 0%. The worst hold path passes through 3 cells. Across all stage logs, warnings added up to 39. Cell total in the yosys stat output landed at 33. The number of global-route vias before repair is approximately 260. Starting density of the core landed at between 6 and 7%. Averaged over all synthesized cells, the footprint is 7.13 sq um. The violation tally recorded at the end of detailed-routing iteration 0 is 7. Utilization of the core after routing landed at about 15%.

Number of optimization iterations in the first detailed-route pass landed at 2. Cell area after technology mapping landed at approximately 240 sq um. Global routing usage summed across all routing layers landed at around 2.3%.

In the finished layout, the clock tree contains a buffer count of 0. The routed layout reports a DRC error count of 0. Static leakage landed at between 0.0002 and 0.00025 uW. Max-cap violations in this run came to 0. Full die area landed at 6400 sq um.

Final antenna diode count landed at 0. During I/O placement, the number of pins put on the boundary was 11. Final antenna-violating net count landed at 0. Tally of yosys warning messages landed at 1. Looking at hold timing, the worst path starts from x[2]. In this design, the largest share of critical-path delay is due to multiplexers. Fraction of synthesized cell area taken by the top area cell type landed at roughly a quarter. Counting I/O delays and the setup requirement, the final critical path takes 1320 ps. Estimated wirelength of the detail-placed design landed at approximately 600 um.

Per STA, the highest per-stage delay on the worst path measures 430 ps. Overall die height landed at approximately 80 um. The synthesis stats list as the most numerous cell ha_1.

The critical path endpoint has a required time of about 800 ps. The synthesis run shows the most used standard cells to be 5 x ha_1, 4 x a21oi_1, 4 x nor2_1. Worst slew slack as a fraction of its limit landed at between 80 and 90%. Number of I/O port buffers landed at 11.

Entering global routing, the biggest net connects 8 pins.
[where the power goes]
group / internal [uW] / leakage, uW / switching, uW / total [uW]
sequential: 0 / 0 / 0 / 0
combinational: 110 / 0.000214 / 88.2 / 198
clock: 0 / 0 / 0 / 0
total: 110 / 0.000214 / 88.2 / 198
[metal layers]
metal | share of wire (%) | wire [um] | up-vias | GRT usage, %
li1 | - | - | 151 | -
met1 | 50 | 392 | 137 | 3.51
met2 | 50 | 388 | 2 | 3.77
met3 | 0.13 | 1 | 0 | 0
met4 | 0 | 0 | 0 | 0
met5 | 0 | 0 | - | 0
[layout by cell type (no fill, tap or decap), types with 2 or more instances in the layout]
cell type,instances
buf_2,8
buf_4,5
buf_6,4
inv_2,2
a211oi_2,2
a21oi_2,2
nand3_1,2
nor2_1,2
ha_4,2
ha_1,2
[cells by family after synthesis]
| family | synth area share [%] |
|---|---|
| compound gates | 27.1 |
| xor+xnor | 3.72 |
| fa+ha+maj | 26.6 |
| buf+inv | 13.8 |
| mux | 13.8 |
| simple gates | 14.9 |
[through the flow]
stage / total power, uW / hold WS [ps] / setup slack [ps] / instance area [sq um]
floorplan: 76.9 / 426 / -105 / 275
global placement: 174 / 1510 / -1210 / 465
detailed placement: 175 / 1500 / -1220 / 465
CTS: 188 / 749 / -327 / 509
global route: 220 / 749 / -341 / 524
finish: 198 / 732 / -319 / 524
[worst max path at each step]
stage / start / endpoint / slack [ps] / depth (start not counted)
after global routing: x[1] / hex_LEDs[6] / -340 / 5
after CTS: x[1] / hex_LEDs[6] / -330 / 5
final: x[1] / hex_LEDs[6] / -320 / 5
[layout make-up]
class	count	area, sq um
fill	389	2890
inverter	4	22.5
multi-input combinational	26	282
tap	46	57.6
timing repair buffer	20	163
[what timing repair did]
item                                   CTS  global route
hold buffers                             0             0
gates resized                           60             9
setup endpoints to repair                7             7
buffers inserted                         2             0
endpoints found under the hold margin    0             0
pin swaps                               11             4
Power figures rest on the tool's default switching activity, not on a simulated workload.
